==> design/flow/design.v <==
module pc_gen
#(
  parameter DW = 64
) (
  input   wire                clk       ,
  input   wire                rstn      ,
  input   wire    [DW-1:0]    imm       ,
  input   wire    [DW-1:0]    result    ,
  input   wire                  br_en   ,  
  input   wire                jalr_en   ,
  input   wire                jal_en    ,
  output  wire    [DW-1:0]    snxt_pc   ,
  output  wire    [DW-1:0]    dnxt_pc   ,
  input   wire                pc_ld     ,
  output   reg    [DW-1:0]    pc        
);
  wire  [DW-1:0]     br_pc = pc + imm    ;
  wire  [DW-1:0]    jal_pc = result      ;
  wire  [DW-1:0]   jalr_pc = result & { {(DW-1){1'b1}} , 1'b0} ;
  wire    snxt_en = (!jalr_en) & (!jal_en) & (!br_en) ;
  assign  snxt_pc = pc + 4 ;
  assign  dnxt_pc = ( {DW{jalr_en }} & jalr_pc ) |
                    ( {DW{ jal_en }} &  jal_pc ) |
                    ( {DW{  br_en }} &   br_pc ) |
                    ( {DW{snxt_en }} & snxt_pc ) ;
  always@(posedge clk) begin
    if(!rstn) 
      pc <= 64'h80000000 - 4 ;
    else if(pc_ld)
      pc <= dnxt_pc  ;
  end
endmodule
==> design/flow/run.sh <==
#!/bin/bash
# OpenROAD 26Q1-2900-gdf79404cd8, Yosys 0.63+post, stock flow scripts
make -C /OpenROAD-flow-scripts/flow DESIGN_CONFIG=/design/flow/config.mk WORK_HOME=/design/flow/orfs finish
==> design/flow/config.mk <==
export PLATFORM = sky130hd
export DESIGN_NAME = pc_gen
export DESIGN_NICKNAME = pc_gen
export VERILOG_FILES = /design/flow/design.v
export SDC_FILE = /design/flow/constraint.sdc
export NUM_CORES = 4
export LEC_CHECK = 1
export CORE_AREA = 10 10 197 197
export DIE_AREA = 0 0 207 207
==> design/flow/constraint.sdc <==
current_design pc_gen

set clk_period 22.6
set clk_io_pct 0.2

create_clock -name clk0 -period $clk_period [get_ports {clk}]

set non_clock_inputs [all_inputs -no_clocks]
set_input_delay [expr $clk_period * $clk_io_pct] -clock clk0 $non_clock_inputs
set_output_delay [expr $clk_period * $clk_io_pct] -clock clk0 [all_outputs]
==> impl_metrics.tcl <==
# place-and-route summary
set metrics [dict create \
    critPathLaunchType "input port" \
    rsz0062_at_grt "no" \
    reg2reg_to "pc[63]$_SDFFE_PN0P_" \
    edf_count 0 \
    cts_setup_buffers 0 \
    path_max_fanout 4 \
    chipArea_um2 42800 \
    cp_slowest_stage_delay_ns 0.57 \
    wl_per_cell_um 24.2 \
    routed_wl_um 49400 \
    power_switching_mw 0.294 \
    clock.latency.late_pin_ns 0.36 \
    overflow 0 \
    remaining_drc_errors 0 \
    hold_class "flop to flop" \
    reg2reg_slack_ns 18.80 \
    path_clk_slew_ns 0.07 \
    top_register "pc" \
    routed_via_density 5.49 \
    synth-main-ff-cell "dfxtp_1" \
    fin_crit_ns 13.06 \
    path_buffers 3 \
    largest_register_ffs 64 \
    cp_common_cell "o31ai_1" \
    worstSetupEndpointType "output pin" \
    tns_ns 0 \
    maxSlewViolCount 0 \
    cts_tree "built" \
    topCellsByArea "dfxtp_1 (14%), ha_1 (8.9%), nand2_1 (8.0%)" \
    postCtsHoldBufs 0 \
    antenna_found_initial 3 \
    avgSynthCellArea_um2 6.89 \
    power_frac_clock_pct 22.6 \
    finalHoldViolCount 0 \
    fp.dieW_um 207 \
    gr-usage-all-layers_pct 22.2 \
    coreArea_um2 34500 \
    hpwlAfterDp_um 39200 \
    min_from "pc[0]$_SDFFE_PN0P_" \
    portBuffers 325 \
    firstDrtPassIters 7 \
    worst_pin_slew_ns 0.915 \
    initial_utilization_pct 26.1 \
    grt_pass1_vias 11152 \
    syn_to_final_growth_pct 42.1 \
    post-route-util_pct 37.1 \
    grt_max_degree 58 \
    warnings 25 \
    dr.first_iter.drc_count 701 \
    yosysUniqueCellTypes 87 \
    io_pins 326 \
    fin_skew_ns 0.00958 \
    r2r_start "pc[4]$_SDFFE_PN1P_" \
    crit_family "AND-OR/OR-AND gates" \
    grt_pass1_wl_um 73500 \
    r2r_cells 10 \
    cts_sinks 64 \
    yosys_area_um2 9020 \
    peakVddDrop_uv 38.0 \
    yosys_cells 1309 \
    cpMaxStageDelayCell "o31ai_1" \
    top_area_share_pct 14.2 \
    p_per_area_nw_per_um2 54.0 \
    cts_resized 0 \
    num_rows 68 \
    cts_buffer_depth 2 \
    top_cells_by_count "nand2_1 (193), a21oi_1 (113), nor2_1 (108), o21ai_0 (98), xnor2_1 (70)" \
    setup_viol 0 \
    cap_violations 0 \
    cp_cell_sequence "clkdlybuf4s50_1, ha_1, inv_1, fa_1, nand2b_1, a21oi_1, o31ai_1, o2111a_1, o31ai_1, a21oi_1, o31ai_1, xnor2_1, nand2_1, nand2_1, clkdlybuf4s50_1" \
    synth_top_cell_by_count "nand2_1" \
    h-tree-depth 3 \
    netlist.top_cell.by_area "dfxtp_1" \
    top_regs "pc x64" \
    drive_above_1_share_pct 4.42 \
    cts_made_buffers 9 \
    synthArstFlopShare_pct 0 \
    routabilityCongestion 0.990 \
    leakage_nw 4.90 \
    netlist_area_um2 9020 \
    status "complete, no violations" \
    critical_path_class "input port to output pin" \
    comb_power_share_pct 56.3 \
    fmax_mhz 76.5 \
    worstHoldPathCells 2 \
    syn_inst 1309 \
    fin_crit_sh_pct 57.8 \
    ys_seq_share_pct 14.2 \
    fin_ws_ns 9.54 \
    fill_cells 3687 \
    worstPathArrival_ns 8.54 \
    max-slew-margin-rel_pct 38.8 \
    switching_share_pct 42.5 \
    p_int_mw 0.398 \
    hold_path_end "pc[0]$_SDFFE_PN0P_" \
    cp.required_ns 18.08 \
    die_h_um 207 \
    vias 11194 \
    cts-root-buf "clkbuf_16" \
    finalPower_mw 0.692 \
    seqPwrFrac_pct 21.1 \
    ys_ff 64 \
    startpoint "imm[0]" \
    ys_warn_count 1 \
    postRouteAntennaNets 0 \
    place_ws_ns 9.56 \
]
-- routing by layer --
metal	global-route usage (%)	wire length [µm]	up-vias
met4	5.22	1370	2
met1	28.5	21300	5273
met5	0	12	-
met2	35.2	22100	500
met3	7.42	4550	66
li1	-	-	5353
-- worst max path at each step --
| stage | cells after the start | slack, ns | endpoint |
|---|---|---|---|
| CTS | 15 | 9.54 | dnxt_pc[56] |
| global route | 15 | 9.33 | dnxt_pc[56] |
| finish | 15 | 9.54 | dnxt_pc[56] |
-- cell usage in the layout (no fill, tap or decap), drive strengths merged, types with 26 or more instances in the layout --
cell type,instances
a22oi,37
a21oi,118
nand4,46
inv,44
nand2,195
xnor2,70
nor2,108
o21ai,107
nor3,26
clkdlybuf4s50,322
a31oi,27
xor2,35
ha,64
nand3,58
dfxtp,64
-- worst reg2reg max path: stages (launching register included) --
cell and delay (ns):
dfxtp_1 0.51, and4_1 0.33, nand4_2 0.29, nor3_4 0.67
nand2_2 0.37, nor4_1 0.51, xnor2_1 0.18, inv_1 0.08
a221oi_1 0.29, o211ai_1 0.22, o21ba_2 0.24
-- power groups by stage --
stage | logic (mW) | clock network, mW | registers (mW)
after CTS | 0.390 | 0.160 | 0.146
after global routing | 0.424 | 0.163 | 0.148
final | 0.389 | 0.157 | 0.146
-- layout make-up --
cell class | instances | area, µm² | share of cell area (%)
multi-input combinational | 1123 | 7170 | 55.9
timing repair buffer | 336 | 3320 | 25.9
sequential | 64 | 1280 | 10.0
tap | 455 | 569 | 4.44
clock buffer | 10 | 239 | 1.86
inverter | 44 | 165 | 1.29
clock inverter | 6 | 68.8 | 0.537
antenna | 2 | 5.00 | 0.0391
-- metrics by stage --
step / std cells / cell area [µm²] / hold slack [ns]
floorplan: 1309 / 9020 / 0.471
global placement: 2022 / 12500 / 0.507
detailed placement: 2022 / 12500 / 0.519
CTS: 2038 / 12800 / 0.527
global route: 2038 / 12800 / 0.578
finish: 2040 / 12800 / 0.530
-- cells by family (layout without fill, tap and decap cells) --
logic type               count (synthesis)  count (layout)  synth area share (%)
XOR/XNOR                               105             105                  10.2
multiplexers                            10              10                  1.11
AND/OR/NAND/NOR                        516             516                  27.4
flip-flops                              64              64                  14.2
AND-OR/OR-AND                          427             427                  31.5
other                                    0               2                     0
buffers and inverters                  122             396                  6.38
adder cells (fa/ha/maj)                 65              65                  9.10
Power figures rest on the tool's default switching activity, not on a simulated workload.
