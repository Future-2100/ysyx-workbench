<file path="flow/config.mk">
export PLATFORM = sky130hd
export DESIGN_NAME = idu
export DESIGN_NICKNAME = idu
export VERILOG_FILES = /design/flow/design.v
export SDC_FILE = /design/flow/constraint.sdc
export NUM_CORES = 4
export LEC_CHECK = 1
export CORE_UTILIZATION = 40
</file>
<file path="flow/run.sh">
#!/bin/bash
# OpenROAD 26Q1-2900-gdf79404cd8, Yosys 0.63+post, stock flow scripts
make -C /OpenROAD-flow-scripts/flow DESIGN_CONFIG=/design/flow/config.mk WORK_HOME=/design/flow/orfs finish
</file>
<file path="flow/design.v">
module decoder (
  input   wire    [31:0]  instr         ,
  output  wire            I_type        ,
  output  wire            S_type        ,
  output  wire            B_type        ,
  output  wire            U_type        ,
  output  wire            J_type        ,
  output  wire            need_rs1      ,
  output  wire            need_rs2      ,
  output  wire            add_pc_en     ,
  output  wire            add_rs1_en    ,
  output  wire            add_zero_en   ,
  output  wire            imm_en    ,
  output  wire            rs2_en    ,
  output  wire            addop_en      ,
  output  wire              iop_en      ,
  output  wire             iwop_en      ,
  output  wire              rop_en      ,
  output  wire             rwop_en      ,
  output  wire              mop_en      ,
  output  wire             mwop_en      ,
  output  wire              jal_en      ,
  output  wire             jalr_en      ,
  output  wire            branch_en     ,
  output  wire            load_en       ,
  output  wire            store_en      ,
  output  wire            wb_alu_en     ,
  output  wire            ebreak_en
);
  wire  [6:0]   opcode  =   instr[6:0]    ;
  wire  [2:0]   funct3  =   instr[14:12]  ;
  wire  [6:0]   funct7  =   instr[31:25]  ;
  wire  opcode1_0__11  = ( opcode[1:0]== 2'b11  ) ;
  wire  opcode4_2__000 = ( opcode[4:2]== 3'b000 ) ;
  wire  opcode4_2__001 = ( opcode[4:2]== 3'b001 ) ;
  wire  opcode4_2__010 = ( opcode[4:2]== 3'b010 ) ;
  wire  opcode4_2__011 = ( opcode[4:2]== 3'b011 ) ;
  wire  opcode4_2__100 = ( opcode[4:2]== 3'b100 ) ;
  wire  opcode4_2__101 = ( opcode[4:2]== 3'b101 ) ;
  wire  opcode4_2__110 = ( opcode[4:2]== 3'b110 ) ;
  wire  opcode4_2__111 = ( opcode[4:2]== 3'b111 ) ;
  wire  opcode6_5__00  = ( opcode[6:5]== 2'b00 ) ;
  wire  opcode6_5__01  = ( opcode[6:5]== 2'b01 ) ;
  wire  opcode6_5__10  = ( opcode[6:5]== 2'b10 ) ;
  wire  opcode6_5__11  = ( opcode[6:5]== 2'b11 ) ;
  wire       lui_en  = opcode6_5__01 & opcode4_2__101 & opcode1_0__11 ;
  wire     auipc_en  = opcode6_5__00 & opcode4_2__101 & opcode1_0__11 ;
assign       jal_en  = opcode6_5__11 & opcode4_2__011 & opcode1_0__11 ;
assign      jalr_en  = opcode6_5__11 & opcode4_2__001 & opcode1_0__11 ;
assign    branch_en  = opcode6_5__11 & opcode4_2__000 & opcode1_0__11 ;
assign      load_en  = opcode6_5__00 & opcode4_2__000 & opcode1_0__11 ;
assign     store_en  = opcode6_5__01 & opcode4_2__000 & opcode1_0__11 ;
  wire      addi_en  = opcode6_5__00 & opcode4_2__100 & opcode1_0__11 & ( funct3 == 3'b000 );
  wire       add_en  = opcode6_5__01 & opcode4_2__100 & opcode1_0__11 & ( funct3 == 3'b000 ) & ( funct7[5] == 1'b0 ) & ( funct7[0] == 1'b0 ) ;
assign       iop_en  = opcode6_5__00 & opcode4_2__100 & opcode1_0__11 & ( funct3 != 3'b000 );
assign       rop_en  = opcode6_5__01 & opcode4_2__100 & opcode1_0__11 & ( funct7[0] == 1'b0) & !add_en  ;
assign       mop_en  = opcode6_5__01 & opcode4_2__100 & opcode1_0__11 & ( funct7[0] == 1'b1);
assign      iwop_en  = opcode6_5__00 & opcode4_2__110 & opcode1_0__11 ;
assign      rwop_en  = opcode6_5__01 & opcode4_2__110 & opcode1_0__11 & ( funct7[0] == 1'b0 );
assign      mwop_en  = opcode6_5__01 & opcode4_2__110 & opcode1_0__11 & ( funct7[0] == 1'b1 );
assign    ebreak_en  = opcode6_5__11 & opcode4_2__100 & opcode1_0__11 & instr[20] & ( {instr[31:21], instr[19:7]} == 0 ) ;
assign  add_pc_en = auipc_en | jal_en | branch_en;
assign  add_rs1_en = jalr_en | load_en | store_en | addi_en | add_en;
assign  add_zero_en = lui_en ;
assign  imm_en = lui_en | auipc_en | jal_en  | jalr_en | branch_en | 
                load_en | store_en | addi_en | iop_en  | iwop_en   ;
assign  rs2_en = add_en | rop_en | rwop_en ;
assign addop_en = add_pc_en | add_rs1_en | add_zero_en ;
  wire     op_en =  rop_en |  iop_en ;
  wire    wop_en = rwop_en | iwop_en ;
  assign  wb_alu_en = lui_en  | auipc_en | addi_en |  add_en | 
                      iop_en  | rop_en   | mop_en  | iwop_en | 
                      rwop_en | mwop_en  ;
assign  need_rs1 = jalr_en | branch_en | load_en | store_en | addi_en | iop_en  |
                   add_en  | rop_en    | iwop_en | rwop_en  | mop_en  | mwop_en ;
assign  need_rs2 = branch_en | store_en | add_en  | rop_en | 
                     rwop_en | mop_en   | mwop_en ;
  assign  U_type = lui_en | auipc_en ;
  assign  J_type = jal_en ;
  assign  I_type = jalr_en | load_en | iop_en | iwop_en | addi_en ;
  assign  B_type = branch_en ;
  assign  S_type = store_en  ;
endmodule
module idu(
  input   wire              clk     ,
  input   wire              rstn    ,
  input   wire              flush_nop        ,
  input   wire              hazard_nop       ,
  output  wire              need_rs1         ,
  output  wire              need_rs2         ,
  input   wire    [31:0]    ifu_instr        ,
  input   wire    [63:0]    ifu_pc           ,
  input   wire    [63:0]    ifu_snxt_pc      ,
  input   wire              ifu_valid        ,
  input   wire    [63:0]    mmu_wb_data      ,
  input   wire    [4:0]     mmu_index_rd     ,
  input   wire              mmu_wb_en        ,
  output  reg     [4:0]     idu_index_rs1    ,
  output  reg     [4:0]     idu_index_rs2    ,
  output  reg     [4:0]     idu_index_rd     ,
  output  reg     [31:0]    idu_instr        ,
  output  reg     [2:0]     idu_funct3       ,
  output  reg     [6:0]     idu_funct7       ,
  output  reg               idu_valid        ,
  output  reg     [63:0]    idu_snxt_pc      ,
  output  reg     [63:0]    idu_pc           ,
  output  reg     [63:0]    idu_data_rs1     ,
  output  reg     [63:0]    idu_imm          ,
  output  reg     [63:0]    idu_data_rs2     ,
  output  reg               idu_add_pc_en    ,
  output  reg               idu_add_rs1_en   ,
  output  reg               idu_add_zero_en  ,
  output  reg               idu_imm_en       ,
  output  reg               idu_rs2_en       ,
  output  reg               idu_addop_en     ,
  output  reg               idu_iop_en       ,
  output  reg               idu_rop_en       ,
  output  reg               idu_mop_en       ,
  output  reg               idu_iwop_en      ,
  output  reg               idu_rwop_en      ,
  output  reg               idu_mwop_en      ,
  output  reg               idu_jal_en       ,
  output  reg               idu_jalr_en      ,
  output  reg               idu_branch_en    ,
  output  reg               idu_load_en      ,
  output  reg               idu_store_en     ,
  output  reg               idu_wb_alu_en    ,
  output  reg               idu_ebreak_en      
);
wire  [4:0]   index_rs1 = ifu_instr[19:15];
wire  [4:0]   index_rs2 = ifu_instr[24:20];
wire  [4:0]   index_rd  = ifu_instr[11: 7];
wire  [63:0]  gpr_data_rs1 ;
wire  [63:0]  gpr_data_rs2 ;
wire  [63:0]  data_rs1 ;
wire  [63:0]  data_rs2 ;
wire  wbfwd_en1 = mmu_wb_en & ( mmu_index_rd == index_rs1 ) & ( mmu_index_rd != 0 );
wire  wbfwd_en2 = mmu_wb_en & ( mmu_index_rd == index_rs2 ) & ( mmu_index_rd != 0 );
regfile regfile_inst (
  .clk  ( clk  ) ,
  .rstn ( rstn ) ,
  .index_rs1 ( index_rs1 ) ,
  .index_rs2 ( index_rs2 ) ,
  .gpr_data_rs1  ( gpr_data_rs1 ) ,
  .gpr_data_rs2  ( gpr_data_rs2 ) ,
  .wr_en     ( mmu_wb_en    ) ,
  .index_rd  ( mmu_index_rd ) ,
  .data_rd   ( mmu_wb_data  ) 
);
assign  data_rs1 = wbfwd_en1 ? mmu_wb_data : gpr_data_rs1;
assign  data_rs2 = wbfwd_en2 ? mmu_wb_data : gpr_data_rs2;
wire            I_type        ;
wire            S_type        ;
wire            B_type        ;
wire            U_type        ;
wire            J_type        ;
wire            add_pc_en     ;
wire            add_rs1_en    ;
wire            add_zero_en   ;
wire            imm_en        ;
wire            rs2_en        ;
wire            addop_en      ;
wire              iop_en      ;
wire             iwop_en      ;
wire              rop_en      ;
wire             rwop_en      ;
wire              mop_en      ;
wire             mwop_en      ;
wire              jal_en      ;
wire             jalr_en      ;
wire            branch_en     ;
wire            load_en       ;
wire            store_en      ;
wire            wb_alu_en     ;
wire            ebreak_en     ; 
decoder decoder_inst (
  .instr        ( ifu_instr    ) ,
  .need_rs1     ( need_rs1         ) ,
  .need_rs2     ( need_rs2         ) ,
  .I_type       ( I_type       ) ,
  .S_type       ( S_type       ) ,
  .B_type       ( B_type       ) ,
  .U_type       ( U_type       ) ,
  .J_type       ( J_type       ) ,
  .add_pc_en    ( add_pc_en    ) ,
  .add_rs1_en   ( add_rs1_en   ) ,
  .add_zero_en  ( add_zero_en  ) ,
  .imm_en       ( imm_en       ) ,
  .rs2_en       ( rs2_en       ) ,
  .addop_en     ( addop_en     ) ,
  .  iop_en     (   iop_en     ) ,
  . iwop_en     (  iwop_en     ) ,
  .  rop_en     (   rop_en     ) ,
  . rwop_en     (  rwop_en     ) ,
  .  mop_en     (   mop_en     ) ,
  . mwop_en     (  mwop_en     ) ,
  .  jal_en     (   jal_en     ) ,
  . jalr_en     (  jalr_en     ) ,
  .branch_en    ( branch_en    ) ,
  .load_en      ( load_en      ) ,
  .store_en     ( store_en     ) ,
  .wb_alu_en    ( wb_alu_en    ) ,
  .ebreak_en    ( ebreak_en    )    
);
wire  [63:0]  imm;
imm_gen imm_gen_inst (
    .instr   ( ifu_instr   )  , 
    .I_type  ( I_type  )  , 
    .S_type  ( S_type  )  , 
    .U_type  ( U_type  )  , 
    .B_type  ( B_type  )  , 
    .J_type  ( J_type  )  , 
    .imm     ( imm     )
);
always@(posedge clk) begin
  if(!rstn) begin
      idu_index_rs1    <=  'b0 ; 
      idu_index_rs2    <=  'b0 ; 
      idu_index_rd     <=  'b0 ; 
      idu_instr        <=  'b0 ; 
      idu_funct3       <=  'b0 ; 
      idu_funct7       <=  'b0 ; 
      idu_valid        <=  'b0 ; 
      idu_snxt_pc      <=  'b0 ; 
      idu_pc           <=  'b0 ; 
      idu_data_rs1     <=  'b0 ; 
      idu_imm          <=  'b0 ; 
      idu_data_rs2     <=  'b0 ; 
      idu_add_pc_en    <=  'b0 ; 
      idu_add_rs1_en   <=  'b0 ; 
      idu_add_zero_en  <=  'b0 ; 
      idu_imm_en       <=  'b0 ; 
      idu_rs2_en       <=  'b0 ; 
      idu_addop_en     <=  'b0 ; 
      idu_iop_en       <=  'b0 ; 
      idu_rop_en       <=  'b0 ; 
      idu_mop_en       <=  'b0 ; 
      idu_iwop_en      <=  'b0 ; 
      idu_rwop_en      <=  'b0 ; 
      idu_mwop_en      <=  'b0 ; 
      idu_jal_en       <=  'b0 ; 
      idu_jalr_en      <=  'b0 ; 
      idu_branch_en    <=  'b0 ; 
      idu_load_en      <=  'b0 ; 
      idu_store_en     <=  'b0 ; 
      idu_wb_alu_en    <=  'b0 ; 
      idu_ebreak_en    <=  'b0 ; 
  end
  else if ( flush_nop | hazard_nop ) begin
      idu_index_rs1    <=  'b0 ; 
      idu_index_rs2    <=  'b0 ; 
      idu_index_rd     <=  'b0 ; 
      idu_instr        <=  'b0 ; 
      idu_funct3       <=  'b0 ; 
      idu_funct7       <=  'b0 ; 
      idu_valid        <=  'b0 ; 
      idu_snxt_pc      <=  'b0 ; 
      idu_pc           <=  'b0 ; 
      idu_data_rs1     <=  'b0 ; 
      idu_imm          <=  'b0 ; 
      idu_data_rs2     <=  'b0 ; 
      idu_add_pc_en    <=  'b0 ; 
      idu_add_rs1_en   <=  'b0 ; 
      idu_add_zero_en  <=  'b0 ; 
      idu_imm_en       <=  'b0 ; 
      idu_rs2_en       <=  'b0 ; 
      idu_addop_en     <=  'b0 ; 
      idu_iop_en       <=  'b0 ; 
      idu_rop_en       <=  'b0 ; 
      idu_mop_en       <=  'b0 ; 
      idu_iwop_en      <=  'b0 ; 
      idu_rwop_en      <=  'b0 ; 
      idu_mwop_en      <=  'b0 ; 
      idu_jal_en       <=  'b0 ; 
      idu_jalr_en      <=  'b0 ; 
      idu_branch_en    <=  'b0 ; 
      idu_load_en      <=  'b0 ; 
      idu_store_en     <=  'b0 ; 
      idu_wb_alu_en    <=  'b0 ; 
      idu_ebreak_en    <=  'b0 ; 
  end
  else begin
      idu_index_rs1    <= index_rs1         ; 
      idu_index_rs2    <= index_rs2         ; 
      idu_index_rd     <= index_rd          ; 
      idu_instr        <= ifu_instr         ; 
      idu_funct3       <= ifu_instr[14:12]  ; 
      idu_funct7       <= ifu_instr[31:25]  ; 
      idu_valid        <= ifu_valid         ; 
      idu_snxt_pc      <= ifu_snxt_pc       ; 
      idu_pc           <= ifu_pc            ; 
      idu_data_rs1     <= data_rs1          ; 
      idu_imm          <= imm               ; 
      idu_data_rs2     <= data_rs2         ; 
      idu_add_pc_en    <= add_pc_en         ; 
      idu_add_rs1_en   <= add_rs1_en        ; 
      idu_add_zero_en  <= add_zero_en       ; 
      idu_imm_en       <= imm_en            ; 
      idu_rs2_en       <= rs2_en            ; 
      idu_addop_en     <= addop_en          ; 
      idu_iop_en       <= iop_en            ; 
      idu_rop_en       <= rop_en            ; 
      idu_mop_en       <= mop_en            ; 
      idu_iwop_en      <= iwop_en           ; 
      idu_rwop_en      <= rwop_en           ; 
      idu_mwop_en      <= mwop_en           ; 
      idu_jal_en       <= jal_en            ; 
      idu_jalr_en      <= jalr_en           ; 
      idu_branch_en    <= branch_en         ; 
      idu_load_en      <= load_en           ; 
      idu_store_en     <= store_en          ; 
      idu_wb_alu_en    <= wb_alu_en         ; 
      idu_ebreak_en    <= ebreak_en         ; 
  end
end
endmodule
module imm_gen (
  input   wire  [31:0]  instr  ,
  input   wire          I_type ,
  input   wire          S_type ,
  input   wire          U_type ,
  input   wire          B_type ,
  input   wire          J_type ,
  output  wire  [63:0]  imm   
);
  assign imm = ( {64{I_type}} & { {53{instr[31]}},instr[30:20] } ) | 
               ( {64{S_type}} & { {53{instr[31]}},instr[30:25],instr[11:7] } ) |
               ( {64{B_type}} & { {52{instr[31]}},instr[7], instr[30:25],instr[11:8],1'b0 } ) |
               ( {64{U_type}} & { {33{instr[31]}},instr[30:12], 12'b0 } ) |
               ( {64{J_type}} & { {44{instr[31]}},instr[19:12], instr[20], instr[30:21], 1'b0 } ) ; 
endmodule
module regfile(
  input   wire    clk   ,
  input   wire    rstn  ,
  input   wire    [4:0]   index_rs1   ,
  input   wire    [4:0]   index_rs2   ,
  output  wire    [63:0]  gpr_data_rs1   ,
  output  wire    [63:0]  gpr_data_rs2   ,
  input   wire               wr_en    ,
  input   wire    [4:0]   index_rd    ,
  input   wire    [63:0]   data_rd    
);
  reg  [63:0]  gpr [31:0] ;
  integer i;
  always@(posedge clk) begin
    if(!rstn) begin
      for( i=0; i<32; i=i+1) begin
        gpr[i] <= 64'b0;
      end
    end
    else if( wr_en && (index_rd != 0) ) begin
      gpr[index_rd] <= data_rd;
    end
  end
  assign  gpr_data_rs1 = gpr[index_rs1];
  assign  gpr_data_rs2 = gpr[index_rs2];
endmodule
</file>
<file path="flow/constraint.sdc">
current_design idu

set clk_period 36.8
set clk_io_pct 0.2

create_clock -name clk0 -period $clk_period [get_ports {clk}]

set non_clock_inputs [all_inputs -no_clocks]
set_input_delay [expr $clk_period * $clk_io_pct] -clock clk0 $non_clock_inputs
set_output_delay [expr $clk_period * $clk_io_pct] -clock clk0 [all_outputs]
</file>
==> impl_metrics.json <==
{
  "chip_area_um2": 300000,
  "crit-reg2reg-launch": "regfile_inst.gpr[3][56]",
  "die_height_um": 547,
  "rows": 199,
  "ys_types": 59,
  "cts.path.max_buffers": 4,
  "power_density_nw_per_um2": 47.2,
  "fp.dieW_um": 547,
  "floorplan.core_util_pct": 40.4,
  "yosys-stat-area_um2": 119000,
  "cts-buffers-inserted": 270,
  "yosysCellCount": 8447,
  "leakagePower_nw": 49.5,
  "fmax_mhz": 58.2,
  "insertion_delay_ns": 0.93,
  "nFillCells": 24700,
  "synth_area_per_cell_um2": 14.1,
  "postCtsHoldBufs": 0,
  "p_switching_w": 0.00163,
  "intPower_w": 0.00491,
  "finalCriticalPeriod_ns": 17.19,
  "wl_per_cell_um": 36.4,
  "syn_inst": 8447,
  "hold_violations": 0,
  "io_pins": 634,
  "worst_slack_ns": 19.61,
  "cp_max_fo": 15,
  "rsz0062_at_grt": "false",
  "critPathCaptureType": "output port",
  "utilization_pct": 47.1,
  "seqPwrFrac_pct": 48.0,
  "antenna_left": 0,
  "min_path_cells": 5,
  "crit_type": "input pin to output port",
  "hold_end": "idu_data_rs1[37]",
  "cts.htree.levels": 5,
  "max_stage_delay_ns": 0.83,
  "top_cells_by_count": "edfxtp_1 (2048), and2_1 (1996), mux4_2 (670)",
  "dr.pass1.iters": 6,
  "drc": 0,
  "synth_area_um2": 119000,
  "clkPwrFrac_pct": 41.0,
  "cp_num_buf_inv": 2,
  "ys_seq_share_pct": 57.4,
  "required_ns": 29.44,
  "vias": 79500,
  "r2r_setup_slack_ns": 34.57,
  "gr-usage-all-layers_pct": 34.1,
  "worstHoldStart": "regfile_inst.gpr[22][37]",
  "fin_crit_sh_pct": 46.7,
  "top_area_share_pct": 51.7,
  "fin_area_um2": 139000,
  "slowest_stage": "clkdlybuf4s50_1",
  "cap_viol_max_count": 0,
  "grt_pass1_vias": 83900,
  "grt_max_degree": 159,
  "yosys.area.top_type": "edfxtp_1",
  "postCtsSetupRepairBufs": 0,
  "crit-reg2reg-capture": "idu_data_rs2[56]",
  "clkSlewWorstSetupHoldPaths_ns": 0.06,
  "avgViaCountPerCell": 6.10,
  "synth-main-ff-cell": "edfxtp_1",
  "start_kind": "input pin",
  "peakVddDrop_mv": 0.0358,
  "initialDrtViolationCount": 5428,
  "top_cells_by_area": "edfxtp_1 (52%), mux4_2 (13%), and2_1 (10%), dfxtp_1 (5.7%), mux2i_1 (5.4%)",
  "status": "completed",
  "holdCritPathClass": "register to register",
  "ys_warn_count": 2,
  "worstRegToRegCells": 4,
  "place_area_um2": 130000,
  "cts_tree": "built",
  "synth-edff-count": 2048,
  "relSlewSlack_pct": 30.8,
  "portBuffers": 633,
  "final-setup-viol-count": 0,
  "grt-ovfl-total": 0,
  "warnings": 31,
  "arrival_ns": 9.83,
  "fp.coreArea_um2": 295000,
  "cts-root-buf": "clkbuf_16",
  "drt_wl_total_mm": 474,
  "worst_pin_slew_ns": 1.04,
  "drive_above_1_share_pct": 19.1,
  "grt_first_pass_wirelength_mm": 653,
  "setup_tns_ns": 0,
  "synthArstFlopShare_pct": 0,
  "antenna_found_initial": 50,
  "crit_chain": "clkdlybuf4s50_1 -> nand3b_1 -> or2_2 -> o32ai_1 -> nor2_1 -> nand2_1 -> clkdlybuf4s50_1",
  "post_cts_resized": 0,
  "swShare_pct": 25.0,
  "hpwlAfterDp_mm": 286,
  "crit_top_cell": "clkdlybuf4s50_1",
  "dp_cells": 12500,
  "area_delta_synth_final_pct": 16.6,
  "slew_violations": 0,
  "skew_ns": 0.0436,
  "fin_cells": 13000,
  "p_comb_share_pct": 11.0,
  "crit_family": "buffers and inverters",
  "dpl_worst_slack_ns": 19.65,
  "top_cell": "edfxtp_1",
  "synth-seq-cells": 2388,
  "place_congestion": 0.922,
  "clock-sinks": 2388
}
==> power groups by stage <==
stage     logic, W  registers [W]  clock network (W)
6_report  0.000721        0.00314            0.00268
5_1_grt   0.000748        0.00316            0.00280
4_1_cts   0.000708        0.00314            0.00271
==> layout make-up <==
class | count | area (µm²) | share of cell area (%)
Multi-Input combinational cell | 5168 | 47400 | 34.2
Antenna cell | 59 | 148 | 0.106
Tap cell | 3919 | 4900 | 3.53
Timing Repair Buffer | 1007 | 9320 | 6.72
Inverter | 9 | 38.8 | 0.0280
Clock inverter | 108 | 1050 | 0.756
Clock buffer | 373 | 7550 | 5.44
Sequential cell | 2388 | 68300 | 49.2
==> registers in the layout, summed over array words and instances, names as in the netlist, 4 cells and up <==
register	count
idu_data_rs1	64
idu_data_rs2	64
idu_imm	32
idu_index_rd	4
idu_index_rs1	4
idu_index_rs2	4
idu_instr	19
idu_pc	64
idu_snxt_pc	64
regfile_inst.gpr	2048
==> layout by cell type (no fill, tap or decap), types with 189 or more instances in the layout <==
cell type	Yosys	routed
edfxtp_1	2048	2048
buf_4	80	363
mux2i_1	641	641
mux2_2	189	189
dfxtp_1	340	340
clkdlybuf4s50_1	0	622
and2_1	1996	1993
nand2_1	190	189
mux4_2	670	670
clkbuf_16	0	276
a21oi_1	322	322
==> logic make-up (layout without fill, tap and decap cells) <==
logic type	Yosys count	count (layout)	synth area share, %
other cells	1	123	0.00315
compound gates	1056	1056	6.31
simple gates	2539	2539	12.8
xor+xnor	9	9	0.0662
mux	1500	1500	19.9
buf+inv	954	1497	3.55
flops	2388	2388	57.4
==> metrics by stage <==
| stage | hold WS (ns) | total power, W |
|---|---|---|
| floorplan | 0.653 | 0.00360 |
| global placement | 0.766 | 0.00389 |
| detailed placement | 0.771 | 0.00390 |
| CTS | 0.785 | 0.00656 |
| global route | 0.833 | 0.00671 |
| finish | 0.780 | 0.00654 |
==> worst min-delay path, cell delays in order, from the launching register on <==
cell	delay (ns)
edfxtp_1	0.34
mux2i_1	0.07
nand2_1	0.06
nand3_1	0.07
nand3_1	0.09
a22o_1	0.12
==> worst max path at each step <==
stage / from / end / slack (ns) / depth (start not counted)
CTS: ifu_instr[3] / need_rs1 / 19.64 / 7
global route: ifu_instr[4] / need_rs1 / 19.42 / 7
finish: ifu_instr[5] / need_rs1 / 19.61 / 7
==> per-layer routing <==
metal / wire (µm) / vias up / track usage [%]
met5: 1030 / - / 3.31
met4: 34700 / 58 / 19.2
met3: 86800 / 1512 / 26.2
met2: 213000 / 6709 / 49.0
met1: 139000 / 38400 / 35.1
li1: - / 32800 / -
Power and IR drop assume default switching activity.
