## flow/design.v

```verilog
module memory(
  input   wire          load_en     ,
  input   wire          store_en    ,
  input   wire  [2:0]   funct3      ,
  input   wire  [63:0]  store_data  ,
  input   wire  [63:0]  address     ,
  output  wire  [63:0]  load_data   ,
  output  wire  [63:0]  mm_addr     ,
  output  wire  [63:0]  mm_wdata    ,
  output  wire  [3:0]   mm_wlen     ,
  output  wire          mm_wen      ,
  output  wire          mm_ren      ,
  input   wire  [63:0]  mm_rdata      
);
  wire    funct3_000  =  ( funct3 == 3'b000 ) ;
  wire    funct3_001  =  ( funct3 == 3'b001 ) ;
  wire    funct3_010  =  ( funct3 == 3'b010 ) ;
  wire    funct3_011  =  ( funct3 == 3'b011 ) ;
  wire    funct3_100  =  ( funct3 == 3'b100 ) ;
  wire    funct3_101  =  ( funct3 == 3'b101 ) ;
  wire    funct3_110  =  ( funct3 == 3'b110 ) ;
  wire    funct3_111  =  ( funct3 == 3'b111 ) ;
  wire  [63:0]  memory_rdata = mm_rdata ;
  assign  mm_wlen = ( {4{ funct3_000 }} & 4'd1 ) |   
                    ( {4{ funct3_001 }} & 4'd2 ) |   
                    ( {4{ funct3_010 }} & 4'd4 ) |   
                    ( {4{ funct3_011 }} & 4'd8 ) ;   
  assign  mm_addr  = address   ;
  assign  mm_wdata = store_data;
  assign  mm_wen   = store_en  ;
  assign  mm_ren   = load_en   ;
  assign  load_data = ( {64{ funct3_000 }} & { {56{memory_rdata[7] }},memory_rdata[7:0] } ) |    
                      ( {64{ funct3_001 }} & { {48{memory_rdata[15]}},memory_rdata[15:0]} ) |    
                      ( {64{ funct3_010 }} & { {32{memory_rdata[31]}},memory_rdata[31:0]} ) |    
                      ( {64{ funct3_011 }} &                          memory_rdata        ) |    
                      ( {64{ funct3_100 }} & { {56{          1'b0  }},memory_rdata[7:0] } ) |    
                      ( {64{ funct3_101 }} & { {48{          1'b0  }},memory_rdata[15:0]} ) |    
                      ( {64{ funct3_110 }} & { {32{          1'b0  }},memory_rdata[31:0]} ) ;    
endmodule
module mmu(
  input   wire            clk                 ,
  input   wire            rstn                ,
  input   wire            exu_jal_en          ,
  input   wire            exu_jalr_en         ,
  input   wire            exu_branch_en       ,
  input   wire            exu_br_result       ,
  input   wire    [63:0]  exu_snxt_pc         ,
  input   wire    [63:0]  exu_alu_result      ,
  input   wire            exu_load_en         ,
  input   wire            exu_store_en        ,
  input   wire    [2:0]   exu_funct3          ,
  input   wire    [63:0]  exu_data_rs2        ,
  input   wire            exu_wb_alu_en       ,
  input   wire            exu_wb_spc_en       ,
  input   wire            exu_wb_en           ,
  input   wire            exu_ebreak_en       ,
  input   wire    [4:0]   exu_index_rd        ,
  input   wire    [63:0]  exu_pc              ,
  input   wire    [31:0]  exu_instr           ,
  input   wire            exu_valid           ,
  output  wire            jump_en             ,
  output  wire    [63:0]  jump_pc             ,
  output  reg     [4:0]   mmu_index_rd        ,
  output  reg             mmu_wb_en           ,
  output  wire    [63:0]  mmu_wb_data         ,
  output  reg             mmu_valid           ,
  output  reg             mmu_ebreak_en       ,
  output  reg     [63:0]  mmu_pc              ,
  output  reg     [31:0]  mmu_instr           ,
  output  wire    [63:0]  mm_addr             , 
  output  wire    [63:0]  mm_wdata            , 
  output  wire    [3:0]   mm_wlen             , 
  output  wire            mm_wen              , 
  output  wire            mm_ren              , 
  input   wire    [63:0]  mm_rdata            
);
  assign  jump_en = exu_jal_en | exu_jalr_en | ( exu_branch_en & exu_br_result ) ;
  assign  jump_pc = exu_alu_result;
  wire  [63:0]     address = exu_alu_result ;
  wire  [63:0]  store_data = exu_data_rs2   ;
  wire  [63:0]  load_data ;
memory memory_inst(
  .load_en     ( exu_load_en     )  ,
  .store_en    ( exu_store_en    )  ,
  .funct3      ( exu_funct3      )  ,
  .store_data  (     store_data  )  ,
  .address     (     address     )  ,
  .load_data   (     load_data   )  ,
  .mm_addr     ( mm_addr         )  ,
  .mm_wdata    ( mm_wdata        )  ,
  .mm_wlen     ( mm_wlen         )  ,
  .mm_wen      ( mm_wen          )  ,
  .mm_ren      ( mm_ren          )  ,
  .mm_rdata    ( mm_rdata        )    
);
  reg     [63:0]  mmu_alu_result      ;
  reg     [63:0]  mmu_snxt_pc         ;
  reg     [63:0]  mmu_load_data       ;
  reg       mmu_wb_alu_en       ;
  reg       mmu_wb_spc_en       ;
  reg       mmu_load_en         ;
  always@(posedge clk) begin
    if(!rstn) begin
       mmu_alu_result    <=   'b0 ;  
       mmu_snxt_pc       <=   'b0 ; 
       mmu_load_data     <=   'b0 ; 
       mmu_wb_alu_en     <=   'b0 ; 
       mmu_wb_spc_en     <=   'b0 ; 
       mmu_load_en       <=   'b0 ; 
       mmu_index_rd      <=   'b0 ;
       mmu_wb_en         <=   'b0 ;
       mmu_valid         <=   'b0 ;
       mmu_ebreak_en     <=   'b0 ;
       mmu_pc            <=   'b0 ;
       mmu_instr         <=   'b0 ;
    end else begin
       mmu_alu_result    <=   exu_alu_result  ;  
       mmu_snxt_pc       <=   exu_snxt_pc     ; 
       mmu_load_data     <=   load_data   ; 
       mmu_wb_alu_en     <=   exu_wb_alu_en   ; 
       mmu_wb_spc_en     <=   exu_wb_spc_en   ; 
       mmu_load_en       <=   exu_load_en     ; 
       mmu_index_rd      <=   exu_index_rd    ;
       mmu_wb_en         <=   exu_wb_en       ;
       mmu_valid         <=   exu_valid       ;
       mmu_ebreak_en     <=   exu_ebreak_en   ;
       mmu_pc            <=   exu_pc          ;
       mmu_instr         <=   exu_instr       ;
    end
  end 
  assign  mmu_wb_data = ( {64{ mmu_wb_alu_en }} &  mmu_alu_result ) | 
                        ( {64{ mmu_wb_spc_en }} &  mmu_snxt_pc    ) |
                        ( {64{ mmu_load_en   }} &  mmu_load_data  ) ;
endmodule
```

## flow/run.sh

```bash
#!/bin/bash
# OpenROAD 26Q1-2900-gdf79404cd8, Yosys 0.63+post, stock flow scripts
make -C /OpenROAD-flow-scripts/flow DESIGN_CONFIG=/design/flow/config.mk WORK_HOME=/design/flow/orfs finish
```

## flow/config.mk

```make
export PLATFORM = sky130hd
export DESIGN_NAME = mmu
export DESIGN_NICKNAME = mmu
export VERILOG_FILES = /design/flow/design.v
export SDC_FILE = /design/flow/constraint.sdc
export NUM_CORES = 4
export LEC_CHECK = 1
export CORE_AREA = 10 10 312 312
export DIE_AREA = 0 0 322 322
```

## flow/constraint.sdc

```tcl
current_design mmu

set clk_period 3.1
set clk_io_pct 0.2

create_clock -name clk0 -period $clk_period [get_ports {clk}]

set non_clock_inputs [all_inputs -no_clocks]
set_input_delay [expr $clk_period * $clk_io_pct] -clock clk0 $non_clock_inputs
set_output_delay [expr $clk_period * $clk_io_pct] -clock clk0 [all_outputs]
```

==> run notes <==
CTS added clock buffers totalling 38. After synthesis, the mean cell area works out to 10.14 sq um. Of the synthesized area, sequential elements account for 53.51%. The total number of clock tree sinks is 299. From bottom edge to top edge, the die measures 322 um. Before antenna repair, the detailed router went through 8 iterations.

The tools report the number of nets still failing antenna checks after routing as 0. The clock period could shrink to 2957 ps. Per the detail_route report, vias per standard cell equal 3.337. The logs give 9661 for the via count of the first global-routing pass and 0 for the aggregate global routing overflow. The clock H-tree reported by CTS has 2 levels. The report lists the number of standard-cell rows as 110. Cell area after placement: 0.01714 sq mm. The number of different library cells used by synthesis comes to 30. The static leakage power was 7.223 nW; the number of antenna violations at the first check in global routing was 19. The total count of max-transition violations in the final report was 0; the total wirelength of the detailed-routed design was 55.95 mm. The final timing report counts setup violations totalling 0. With the number of stages on the worst hold path at 2, the buffer levels on the longest clock path is 3. The run gives 609 for the count of input and output buffers. With the end-of-flow core utilization at 20.47%, the final design instance area without fill is 0.01848 sq mm. Dividing the detail-routed wire length by the instance count gives 20.55 um.

The run gives 25 for the number of OpenROAD warnings. The filler cells instantiated in the layout total 9892. The run gives 0.01119 sq mm as the area figure in the yosys stat output. TritonCTS built the clock tree. Looking at the hold checks, the worst path lands on mmu_snxt_pc[27]. The HPWL after detailed placement came out at 43.69 mm. The total via count in the routed design was 9087; the first-pass GRT wire length was 75.05 mm.

The synthesized netlist occupies a cell area of 0.01119 sq mm. Routability-driven placement finished with a final weighted congestion of 0.8041. The completed layout was analyzed and its total power is 9.911 mW.

Looking at the setup timing report, the critical path kind is register to primary output. The cell at the root of the clock tree is clkbuf_16. The overall routing resource usage is 10.39%. The worst setup path is captured at a primary output. The core area is 0.09029 sq mm.

Per the post-CTS timing run, clock transition at the registers of the reported paths is 60 ps. In the final timing run, aggregate negative setup slack is 0 ps. TritonRoute reported its final design rule violation total as 0. The number of design-rule violations left by the first detailed-router iteration was 623. Buffers inserted to repair hold after CTS numbered 0.

With the cell area power density at 536.4 mW/mm^2, the flop and latch count out of synthesis is 299. Pin count of the biggest net entering global routing: 80. The transition time at the pin with the least slew margin works out to 743.1 ps. Number of warnings printed during yosys synthesis: 1. Startpoint kind of the worst setup timing path: a register.

Setup slack closes at 142.8 ps. The run gives 50.46% as the remaining max-slew budget at the tightest pin. Per the hold report, the tightest min-delay path originates at rstn. The tool flagged a number of max-cap violations equal to 0. Timing would allow up to 0.3382 GHz.

The type of the most critical hold path is primary input to register. With the required time of the worst setup path at 2480 ps, the worst-path maximum fanout is 13. The final critical path takes up 95.39% of the cycle. The full die area was 0.1037 sq mm.

STA puts the critical path data arrival time at 2340 ps. Final count of hold timing violations: 0. Pin placement for this block handled 740 I/O pins. Multi-input logic area: 0.003133 sq mm. Setup repair after global routing left no endpoint under its margin. The run finished with clean final reports. Across the VDD grid, the largest voltage drop is 437.2 uV. The run gives 418.4 ps as the placement-stage worst setup slack.

The horizontal die dimension reported for this design is 322 um. The top cell type in the final layout, fill and taps aside, is clkdlybuf4s50_1. In the layout the commonest cells are clkdlybuf4s50_1, dfxtp_1, and2_1, a222oi_1, inv_1. In the synthesized netlist, the number of instances is 1103. Share of layout cells above drive strength 1: 7.236%.

The synthesized netlist was found by Yosys to have 1103 cells. Per the run report, area growth between synthesis and finish was 65.17%. Before placement the cells fill 12.39% of the core. The run gives 0.005997 sq mm as the sequential standard cell area.
==> flip-flops by register name, summed over array words and instances, names as in the netlist <==
signal and cells:
mmu_pc 64, mmu_index_rd 5, mmu_load_data 64, mmu_snxt_pc 64, mmu_valid 1, mmu_wb_spc_en 1, mmu_load_en 1, mmu_ebreak_en 1
mmu_wb_alu_en 1, mmu_instr 32, mmu_wb_en 1, mmu_alu_result 64
==> metrics by stage <==
stage	hold slack [ps]	cells
2_1_floorplan	747.3	1103
3_3_place_gp	1185	2641
3_5_place_dp	1195	2641
4_1_cts	579.6	2710
5_1_grt	594.6	2711
6_report	611.4	2723
==> repair_timing <==
action	CTS	global route
gates resized	0	1
buffers inserted	3	0
pin swaps	1	1
endpoints found under the setup margin	2	1
==> power breakdown <==
part           switching [mW]  internal (mW)
clock                    1.76           2.70
sequential              0.101           4.05
combinational           0.433          0.866
total                    2.30           7.62
==> worst max path at each step <==
stage,startpoint,to,slack [ps],depth (start not counted)
6_report,mmu_load_en,mmu_wb_data[42],140,4
5_1_grt,mmu_wb_alu_en,mmu_wb_data[25],4,5
4_1_cts,mmu_wb_spc_en,mmu_wb_data[15],4,4
==> critical path, cell delays in order, from the launching register on <==
cell and delay, ps:
dfxtp_4 440, buf_8 210, a222oi_1 620, inv_1 90, clkdlybuf4s50_1 430
==> cell type report <==
cell class                      instances  share of cell area, %
Timing Repair Buffer                  639                  34.40
Sequential cell                       299                  32.46
Multi-Input combinational cell        466                  16.96
Tap cell                             1176                  7.963
Clock buffer                           52                  5.871
Inverter                               64                  1.300
Clock inverter                         14                 0.8803
Antenna cell                           13                 0.1761
==> Yosys cell counts, drive strengths merged <==
cell    number  share of area [%]
and2       267                 15
dfxtp      299                 54
a21oi       32                1.4
nor4b        1               0.21
and3         8               0.45
mux2i        2               0.18
nor3b        2               0.13
nand3        1              0.045
or2          2               0.11
buf        216                 14
nor2b        8               0.45
a21boi      17                1.5
or3          1              0.056
a222oi      64                5.7
nand2       16               0.54
and3b        1              0.078
clkbuf      58                1.9
a31oi        8               0.45
inv         64                2.1
nand2b       1              0.056
nor3         1              0.045
o21ai       32                1.4
a211o        1              0.078
and2b        1              0.067
==> per-layer routing <==
metal	share of wire (%)	vias to the layer above	GRT usage (%)	wire [um]
li1	-	4233	-	-
met4	3.0	18	2.727	1703
met5	0.21	-	0	115
met2	45	528	16.28	25170
met1	39	4204	12.61	22090
met3	12	104	5.097	6871
==> cell families after synthesis <==
kind of cell | after synthesis | synth area share [%]
AND-OR/OR-AND | 154 | 10.63
flip-flops | 299 | 53.51
multiplexers | 2 | 0.1790
buffers and inverters | 338 | 18.52
AND/OR/NAND/NOR | 310 | 17.17
No activity file was given, so power comes from the tool's default toggle rates.
